===== flow/run.sh =====
#!/bin/bash
# OpenROAD 26Q1-2900-gdf79404cd8, Yosys 0.63+post, stock flow scripts
make -C /OpenROAD-flow-scripts/flow DESIGN_CONFIG=/design/flow/config.mk WORK_HOME=/design/flow/orfs finish

===== flow/config.mk =====
export PLATFORM = sky130hd
export DESIGN_NAME = alu
export DESIGN_NICKNAME = alu
export VERILOG_FILES = /design/flow/design.v
export SDC_FILE = /design/flow/constraint.sdc
export NUM_CORES = 4
export LEC_CHECK = 1
export CORE_UTILIZATION = 40

===== flow/constraint.sdc =====
current_design alu

set clk_period 15.2
set clk_io_pct 0.2

create_clock -name clk0 -period $clk_period

set non_clock_inputs [all_inputs -no_clocks]
set_input_delay [expr $clk_period * $clk_io_pct] -clock clk0 $non_clock_inputs
set_output_delay [expr $clk_period * $clk_io_pct] -clock clk0 [all_outputs]

===== flow/design.v =====
module alu #(
    parameter WIDTH = 32
) (
	input  wire [WIDTH-1:0] i_src1,
	input  wire [WIDTH-1:0] i_alu_mux,
	input  wire [3:0]       i_alu_ctrl,
	input  wire [4:0]       i_shamt,  
	output reg  [WIDTH-1:0] o_alu_result,
	output wire             o_zero
);
	localparam ALU_ADD  = 4'b0000;
	localparam ALU_SUB  = 4'b0001;
	localparam ALU_AND  = 4'b0010;
	localparam ALU_OR   = 4'b0011;
	localparam ALU_XOR  = 4'b0100;
	localparam ALU_SLL  = 4'b0101; 
	localparam ALU_SRL  = 4'b0110; 
	localparam ALU_SRA  = 4'b0111; 
	localparam ALU_SLT  = 4'b1000; 
	localparam ALU_SLTU = 4'b1001; 
	always @* begin
		case (i_alu_ctrl)
			ALU_ADD:  o_alu_result = i_src1 + i_alu_mux;
			ALU_SUB:  o_alu_result = i_src1 - i_alu_mux;
			ALU_AND:  o_alu_result = i_src1 & i_alu_mux;
			ALU_OR:   o_alu_result = i_src1 | i_alu_mux;
			ALU_XOR:  o_alu_result = i_src1 ^ i_alu_mux;
			ALU_SLL:  o_alu_result = i_src1 << i_shamt;
			ALU_SRL:  o_alu_result = i_src1 >> i_shamt;
			ALU_SRA:  o_alu_result = $signed(i_src1) >>> i_shamt;
			ALU_SLT:  o_alu_result = ($signed(i_src1) < $signed(i_alu_mux)) ? {{(WIDTH-1){1'b0}},1'b1} : {WIDTH{1'b0}};
			ALU_SLTU: o_alu_result = (i_src1 < i_alu_mux) ? {{(WIDTH-1){1'b0}},1'b1} : {WIDTH{1'b0}};
			default:  o_alu_result = {WIDTH{1'b0}};
		endcase
	end
	assign o_zero = (o_alu_result == {WIDTH{1'b0}});
endmodule

==> summary.txt <==
Setup violations, final: 0
PwrDens: 40.0 nW/um2
drt drc: 0
crit path launch type: input port
max-cap viol count: 0
Port Buffers: 106
CP cell instances: clkdlybuf4s50_1, inv_1, ha_1, a21oi_1, o21ai_1, a222oi_1, o21ai_0, a2111oi_1, o221ai_1, a2111oi_2, nand4b_1, nor4b_2, nand4b_1, nor4b_2, clkdlybuf4s50_1
Crit path arrival time: 8770 ps
Cells after Synth: 1431
hold_buf cts: 0
Post-CTS Repair Setup Buffers: 0
DR iter-0 viols: 1478
leakage power: 0.00436 uW
# rows: 57
die y size: 160 um
Floorplan Utilization: 40.8%
FF/Latch Area: 0 um2
Sw Ratio: 62.5%
Cell variety after synth: 95
layout cells sized above 1: 8.82%
Crit. Startpoint: i_src1[9]
initial antenna violation count: 1
Filler Cells Inserted: 2562
PostCTS Resize Cnt: 0
Post-synth top cells: nand2_1 (144), nor2_1 (125), a21oi_1 (110)
Least-Margin Pin Slew: 1030 ps
grt ovf: 0
Overall Power: 442 uW
IO Pins: 106
crit path capture type: output port
Avg WL per Cell: 30.5 um
stage-log warning count: 97
sw power: 277 uW
Final TNS setup: 0 ps
clkbuf count: 0
hold wc startpoint: i_shamt[0]
PnR worst setup slack: 3390 ps
worst vdd rail ir drop: 0.0000217 V
worst hold margin: 7390 ps
status: completed
post-DP HPWL: 42500 um
CP required: 12160 ps
Seq Cell Count: 0
Fin. Hold Viols: 0
via count: 12500
die width: 160 um
drt via density: 7.04
Worst slew margin: 30.5%
YS warnings: 1
RSZ-0062 raised after global routing: no
top-count cell post-synth: nand2_1
internal power: 166 uW
Largest stage delay, worst path: 760 ps
mean post-synth cell area: 6.94 um2
dpl ws: 3530 ps
Core ar.: 24300 um2
Min-Delay Path Class: input port to output port
yosys stat cell total: 1431
Overall Global Routing Usage: 42.8%
vias in the first global route: 11600
routed wire length: 54100 um
crit-path max FO: 12
cell type with the largest total area: ha_1
CP max stage cell: clkdlybuf4s50_1
post-route minimum period: 11810 ps
YS chip area: 9930 um2
first-pass GRT wire length: 79700 um
Top cells by area: ha_1 (12%), mux4_2 (9.3%), mux2i_1 (5.8%), a21oi_1 (5.5%), nand2_1 (5.4%)
Syn Std Cell Area: 9930 um2
Yosys top cell area share: 12.2%
DR pass1 iterations: 5
number of nets still failing antenna checks after routing: 0
Die Size: 25500 um2
Slew Limit Fails: 0
Layout area overhead: 11.4%
critical setup path kind: input port to output port
Final Wtd Congestion: 1.08
register share after synthesis: 0%
largest net degree at the start of global routing: 55
Peak Freq: 0.0847 GHz
fraction of the cycle the final worst path needs: 77.7%
power by group through the flow:
stage    Combinational [uW]  Clock, uW  Sequential, uW
4_1_cts                 425          0               0
5_1_grt                 465          0               0
area by class of cell:
cell class	count	area, um2	share of cell area (%)
repair buffers	140	1300	11.8
diodes	1	2.50	0.0226
inverters	107	402	3.63
multi-input cells	1205	8950	80.9
well taps	324	405	3.66
path summary, 6_finish.rpt:
path,to,slack [ps],depth (start not counted)
max,o_zero,3390,15
min,o_alu_result[4],7390,6
metrics by stage:
| stage | cells | util [%] | instance area [um2] |
|---|---|---|---|
| final | 1777 | 45.5 | 11100 |
| after global routing | 1776 | 45.5 | 11100 |
| after CTS | 1776 | 45.5 | 11100 |
| after detailed placement | 1776 | 45.5 | 11100 |
| after global placement | 1776 | 45.5 | 11100 |
| after floorplan | 1431 | - | 9930 |
worst max-delay path, delay by kind of cell:
family,cells,cell delay (ps)
compound gates,7,2630
simple gates,4,1220
fa+ha+maj,1,500
buf+inv,3,1380
placed cells by master, fill, tap and decap left out, types with 14 or more instances in the layout:
cell / instances
mux4_2: 41
o211ai_1: 44
nor4_1: 14
xnor2_1: 16
o22ai_1: 25
nand4_1: 17
ha_1: 97
a211oi_1: 29
o21ai_0: 87
nor3_1: 42
nor2_1: 125
a22oi_1: 17
a21oi_1: 110
inv_1: 106
nand3_1: 24
nand2_1: 144
a31oi_1: 20
o221ai_1: 14
clkdlybuf4s50_1: 102
buf_4: 36
nor2b_1: 15
mux2i_1: 58
routing by layer:
metal	track usage (%)	vias to the layer above	wire [um]	part of all wire, %
met2	59.9	921	22200	41
li1	-	5484	-	-
met3	13.6	138	7080	13
met1	61.8	5970	22400	41
met5	0	-	14	0.026
met4	15.3	2	2430	4.5
kinds of logic after synthesis:
| group | count (synthesis) | synth area share [%] |
|---|---|---|
| adders and majority gates | 99 | 12.6 |
| buffers and inverters | 226 | 10.0 |
| and+or+nand+nor | 459 | 22.6 |
| muxes | 120 | 17.9 |
| AOI/OAI and AO/OA | 507 | 35.1 |
| xor gates and xnor gates | 20 | 1.76 |
Power and IR drop assume default switching activity.
