**./run.sh**
```bash
#!/bin/bash
# OpenROAD 26Q1-2900-gdf79404cd8, Yosys 0.63+post, stock flow scripts
make -C /OpenROAD-flow-scripts/flow DESIGN_CONFIG=/design/flow/config.mk WORK_HOME=/design/flow/orfs finish
```
**./config.mk**
```make
export PLATFORM = sky130hd
export DESIGN_NAME = alu_mux
export DESIGN_NICKNAME = alu_mux
export VERILOG_FILES = /design/flow/design.v
export SDC_FILE = /design/flow/constraint.sdc
export NUM_CORES = 4
export LEC_CHECK = 1
export CORE_AREA = 10 10 72 72
export DIE_AREA = 0 0 82 82
```
**./constraint.sdc**
```tcl
current_design alu_mux

set clk_period 3.2
set clk_io_pct 0.2

create_clock -name clk0 -period $clk_period

set non_clock_inputs [all_inputs -no_clocks]
set_input_delay [expr $clk_period * $clk_io_pct] -clock clk0 $non_clock_inputs
set_output_delay [expr $clk_period * $clk_io_pct] -clock clk0 [all_outputs]
```
**./design.v**
```verilog
module alu_mux (
    input  wire [5:0]  i_sel_alu,
    input  wire [31:0] i_sign_extend,
    input  wire [31:0] i_src2,
    output wire [31:0] o_alu_mux
);
    assign o_alu_mux = (i_sel_alu == 6'b000000 || i_sel_alu == 6'b000100) ? i_src2 : i_sign_extend;
endmodule
```
==> CHANGELOG.md <==
### Metrics

* Outcome: finished, final reports clean
* Via Count at 743
* CP top delay family: buffers and inverters
* Grt ovf at 0
* CP Depth at 8
* Port bufs at 101
* Vias/cell at 3.75
* Sw Share at 16.9%
* Slew HR at 86.7%
* Overall Global Routing Usage at 7.89%
* Sequential area share after synthesis at 0%
* Hpwl dp at 2.68 mm
* Initial antenna violation count at 0
* Min-delay src: i_sign_extend[2]
* Sequential power share at 0%
* Top-area cell type share of the netlist area at 79.8%
* Synth top area cells: mux2_4 (80%), buf_12 (11%), mux2_2 (4.0%), nor2_8 (3.5%), or4_4 (2.0%)
* Pwr Density at 94.0 nW/um2
* YS warnings at 0
* Final Hold Fails at 0
* Most common cell in the netlist: mux2_4
* F_max at 319 MHz
* Post-layout util at 47.2%
* Routed len/inst at 15.6 um
* Hold WC Path Type: input port to output pin
* CP Max Fanout at 7
* Clkbuf count at 0
* Fill cells at 334
* Int Pwr at 0.136 mW
* Max Transition Viols Final at 0
* Mapped cell area at 564 um2
* Ant. Diodes at 0
* Worst EP arrival at 2500 ps
* Die Span X at 82 um
* Syn_area_per_cell at 15.3 um2
* Largest net degree at the start of global routing at 15
* Detailed Route Iter0 Violations at 4
* Placement Rows at 22
* Die area at 6720 um2
* Cts hold-fix bufs at 0
* Reg area at 0 um2
* Slowest CP cell: or4_4
* Maximum vdd drop at 0.0518 mV
* CP peak stage delay at 570 ps
* Worst-path cell chain: dlygate4sd2_1, or4_4, nor2_8, buf_12, buf_16, buf_4, mux2_4, dlygate4sd2_1
* Tool warnings at 34
* Critical path buffers and inverters at 5
* Period utilization at 98.0%
* CP endpoint kind: output pin
* CP Class: input port to output pin
* Worst-Margin Slew at 199 ps
* Setup TNS at 0 ps
* Pre-CTS setup slack at -144 ps
* YS chip area at 564 um2
* Top Ports at 102
* Comb power frac at 100.0%
* Core area at 3690 um2
* Drt total wl at 3.10 mm
* Layout cell share with drive strength beyond 1 at 33.3%
* Min Tclk post-route at 3140 ps
* Yosys cell types at 5
* First-pass DRT Iterations at 2
* GPL Wtd Cong at 0.819
* Switching power at 0.0276 mW
* Lkg Pwr at 0.778 nW
* Number of global-route vias before repair at 792
* Registers at 0
* Cell taking the most area after synthesis: mux2_4
* Max cap viols at 0
* Final ANT Viol Nets at 0
* CP most frequent cell: dlygate4sd2_1
* Yosys stat cell total at 37
* DR DRC count at 0
* CP Launch Type: input port
* Die H at 82 um
* First-pass GRT wire length at 4.17 mm
* Worst Hold Path EP: o_alu_mux[2]
* Hold depth at 3
* Setup WS post-layout at 64.4 ps
* Total chip power at 0.163 mW
* # setup viols final at 0
* RSZ-0062 raised after global routing: false
* Cell count after synthesis at 37
* Area growth, synth to finish at 208%
* Top cells by count, synth: mux2_4 (30), buf_12 (3), mux2_2 (2)
* Critical Path RT at 2560 ps
* Clk pwr share at 0%
* Pre-Place Util at 15.3%
-- power by group through the flow --
stage | clock (mW) | sequential, mW | combinational [mW]
4_1_cts | 0 | 0 | 0.165
5_1_grt | 0 | 0 | 0.175
6_report | 0 | 0 | 0.163
-- worst min-delay path, stage by stage --
cell and delay [ps]:
clkdlybuf4s50_1 460, mux2_4 130, buf_2 80
-- layout by cell type, fill, tap and decap left out, drive strengths merged --
cell type and instances:
nor2 1, clkdlybuf4s50 71, dlymetal6s2s 1, dlygate4sd2 28, mux2 32, or4 1
buf 16
-- worst max path at each step --
stage	endpoint	slack, ps	startpoint
4_1_cts	o_alu_mux[3]	-1	i_sel_alu[3]
6_report	o_alu_mux[0]	60	i_sel_alu[0]
5_1_grt	o_alu_mux[0]	20	i_sel_alu[0]
-- metal layers --
layer | global-route usage (%) | vias up | share of wire (%)
li1 | - | 368 | -
met1 | 8.97 | 325 | 36
met2 | 14.3 | 50 | 50
met3 | 3.19 | 0 | 13
met4 | 0 | 0 | 0
met5 | 0 | - | 0
-- cell type report --
type	count	area, um2	area share [%]
Timing Repair Buffer	116	1170	67.3
Multi-Input combinational cell	34	508	29.2
Tap cell	48	60.1	3.45
-- stage by stage --
stage | area [um2] | instances | hold slack (ps)
after CTS | 1710 | 195 | 1950
after detailed placement | 1620 | 185 | 2310
after floorplan | 564 | 37 | 1380
after global routing | 1740 | 198 | 1980
final | 1740 | 198 | 1950
after global placement | 1620 | 185 | 2320
-- kinds of logic after synthesis --
family	after synthesis	share of synthesized area, %
and+or+nand+nor	2	5.54
muxes	32	83.8
buffers and inverters	3	10.6
-- repair_timing --
item / 4_1_cts / 5_1_grt
gates cloned: 1 / 0
resized: 36 / 2
endpoints found under the hold margin: 0 / 0
endpoints found under the setup margin: 31 / 11
pin swaps: 0 / 2
buffers inserted: 9 / 3
Power is estimated from default activity; no workload was simulated.
