--- flow/config.mk ---
export PLATFORM = sky130hd
export DESIGN_NAME = br_addr_calc
export DESIGN_NICKNAME = br_addr_calc
export VERILOG_FILES = /design/flow/design.v
export SDC_FILE = /design/flow/constraint.sdc
export NUM_CORES = 4
export LEC_CHECK = 1
export CORE_AREA = 10 10 94 94
export DIE_AREA = 0 0 104 104
--- flow/constraint.sdc ---
current_design br_addr_calc

set clk_period 18.1
set clk_io_pct 0.2

create_clock -name clk0 -period $clk_period

set non_clock_inputs [all_inputs -no_clocks]
set_input_delay [expr $clk_period * $clk_io_pct] -clock clk0 $non_clock_inputs
set_output_delay [expr $clk_period * $clk_io_pct] -clock clk0 [all_outputs]
--- flow/design.v ---
module br_addr_calc (
    input  wire [31:0] i_address,
    input  wire [31:0] i_add_next,
    input  wire        i_se_crtl,
    output wire [31:0] o_br_address
);
    assign o_br_address = i_address + i_add_next;
endmodule
--- flow/run.sh ---
#!/bin/bash
# OpenROAD 26Q1-2900-gdf79404cd8, Yosys 0.63+post, stock flow scripts
make -C /OpenROAD-flow-scripts/flow DESIGN_CONFIG=/design/flow/config.mk WORK_HOME=/design/flow/orfs finish
==> results.txt <==
Implementation numbers.

- The top logic cell by instance count in the layout is sky130_fd_sc_hd__clkdlybuf4s50_1.
- The total via count in the routed design is 2040.
- The synthesized design spends more area on one cell type than any other, namely sky130_fd_sc_hd__ha_1.
- The share of the clock period used by the worst path is 0.564.
- The iteration-0 DRC count of the detailed router is 55.
- In this run the standard cell core region covers around 0.0068 mm².
- The final routed wire length divided by cell count is approximately 14 µm.
- Entering global routing, the biggest net connects 11 pins.
- The areal power density over the cells is between 30 and 40 mW/mm².
- The share of synthesized area in the top cell type comes to 0.222.
- For this run, the register share of the synthesized area comes to 0.
- After legalization and detailed placement, the total HPWL measured between 5000 and 6000 µm.
- Registers take 0 µm².
- RePlAce ended its routability-driven mode at a weighted congestion of between 0.8 and 0.9.
- The area growth from synthesis to layout is 59.5%.
- The end-of-flow timing check tallies setup violations at 0.
- VDD sags by at most around 0.016 mV.
- The required time at the worst endpoint is listed as 14480 ps.
- The smallest clock period supported by the final layout is computed as around 10000 ps.
- The final hold violation count recorded for this run is 0.
- Across every metal layer, demand over resource in global routing totals 0.105.
- The instance area at placement is 0.00278 mm².
- The number of remaining DRC errors is 0.
- The run finished with clean final reports.
- The leakage component of the power was reported as around 1.2 nW.
- The max-capacitance violation count is 0.
- Counting the warning lines in the Yosys log gives 0.
- Gates resized during post-CTS repair numbered 0.
- Per the slew report, the remaining headroom to the max-slew limit stands at 0.648.
- For this run, the number of standard cells in the final layout without fillers is around 420.
- The final number of max-transition violations is 0.
- The floorplan has 30 rows.
- The global-route wire length before repair is 10000 µm.
- The total of hold buffers inserted after clock tree synthesis is 0.
- The count of distinct cell types in the synthesized netlist is around 50.
- The number of placed instances, taps included is between 400 and 500.
- Of all nets on the critical path, the largest fanout is 4.
- The initial antenna violation count is 0.
- For the worst setup path, the data arrival time is 6590 ps.
- Looking at the max-slew report, the worst-margin pin has a slew of ~510 ps.
- The synthesized netlist was found by Yosys to have ~240 cells.
- Setup repair after global routing left no endpoint under its margin.
- The number of warnings in the stage logs is 33.
- The average cell area after synthesis is approximately 7.2 µm².
- The kind of path behind the tightest hold check is primary input to primary output.
- Adding up every negative setup slack in the final design gives 0 ps.
- From left edge to right edge, the die measures between 100 and 150 µm.
- The post-synth area from yosys stat is ~0.0017 mm².
- The final wirelength is approximately 6000 µm.
- The start-to-end type of the worst setup path is primary input to primary output.
- The worst setup path is captured at a primary output.
- The number of diodes added for antenna fixing is 0.
- The starting density of the core is 0.255.
- The remaining global-route overflow is 0.
- In the layout the commonest cells are 96 x sky130_fd_sc_hd__clkdlybuf4s50_1, 31 x sky130_fd_sc_hd__ha_1, 29 x sky130_fd_sc_hd__a21oi_1.
- The cell area after synthesis is ~0.0017 mm².
- After synthesis, the cell types taking the most area are sky130_fd_sc_hd__ha_1 22%, sky130_fd_sc_hd__a21oi_1 8.3%, sky130_fd_sc_hd__a21o_1 8.2%.
- There are 0 flip-flops and latches.
- After clock tree synthesis, the setup repair step added 0 buffers.
- The fill cell total of the finished layout is 701.
- The layout summary lists the proportion of cells stronger than drive strength 1 as 0.0307.
- Per the detail_route report, vias per standard cell equal 4.83.
- The final instance area is between 0.002 and 0.003 mm².
- The highest clock frequency the design can meet is 97.9 MHz.
- The first TritonRoute pass finished after 4 iterations.
- approximately 97 I/O pins were placed.
- The number of buffers added on ports is about 96.
- Once detail routing completed, the nets flagged for antenna violations numbered 0.
- The worst setup path is launched from a primary input.
- The vertical die dimension reported for this design is around 100 µm.
- The synthesized netlist cell count is 241.
- After layout, the clock buffer instance count stands at 0.
- The number of global-route vias before repair is 2074.
- The chip area is roughly 0.011 mm².
-- logic make-up (layout without fill, tap and decap cells) --
group | Yosys count | in the layout | synth area share
AOI/OAI and AO/OA | 97 | 97 | 0.393
xor gates and xnor gates | 28 | 28 | 0.141
adders and majority gates | 32 | 32 | 0.234
buffers and inverters | 17 | 102 | 0.0380
muxes | 2 | 2 | 0.0115
and+or+nand+nor | 65 | 65 | 0.183
-- cell usage after synthesis, types with 3 or more instances --
cell                        n
sky130_fd_sc_hd__a211oi_1   3
sky130_fd_sc_hd__a21o_1    19
sky130_fd_sc_hd__a21oi_1   29
sky130_fd_sc_hd__a31oi_1    3
sky130_fd_sc_hd__clkbuf_1   8
sky130_fd_sc_hd__ha_1      31
sky130_fd_sc_hd__inv_1      6
sky130_fd_sc_hd__nand2_1   18
sky130_fd_sc_hd__nand3_1   10
sky130_fd_sc_hd__nand4_1    8
sky130_fd_sc_hd__nor2_1    12
sky130_fd_sc_hd__nor3_1     4
sky130_fd_sc_hd__o211ai_1   3
sky130_fd_sc_hd__o21ai_0   13
sky130_fd_sc_hd__o21bai_1   4
sky130_fd_sc_hd__or2_2      3
sky130_fd_sc_hd__xnor2_1   13
sky130_fd_sc_hd__xor2_1    15
-- cell type report --
type / instances / area, µm² / area share
Inverter: 6 / 22.5 / 0.00810
Timing Repair Buffer: 96 / 961 / 0.345
Tap cell: 96 / 120 / 0.0432
Multi-Input combinational cell: 224 / 1680 / 0.603
-- stage by stage --
step	total power, mW	utilization	hold WS [ps]	setup slack (ps)
global placement	0.108	0.407	8270	7860
detailed placement	0.107	0.407	8280	7840
floorplan	0.0513	-	7310	9030
global route	0.119	0.407	8310	7610
finish	0.106	0.407	8270	7890
CTS	0.108	0.407	8280	7830
-- worst max-delay path: stages --
cell and delay [ps]:
sky130_fd_sc_hd__clkdlybuf4s50_1 400, sky130_fd_sc_hd__ha_1 240, sky130_fd_sc_hd__fa_1 410, sky130_fd_sc_hd__a21o_1 220
sky130_fd_sc_hd__a31o_2 280, sky130_fd_sc_hd__nand3_1 100, sky130_fd_sc_hd__o221ai_1 230, sky130_fd_sc_hd__a311oi_1 340
sky130_fd_sc_hd__o21bai_1 100, sky130_fd_sc_hd__xor2_1 130, sky130_fd_sc_hd__clkdlybuf4s50_1 510
-- path summary, 6_finish.rpt --
| path | startpoint | end | cells past startpoint |
|---|---|---|---|
| hold / removal | i_add_next[0] | o_br_address[0] | 3 |
| setup / recovery | i_address[0] | o_br_address[26] | 11 |
-- metal layers --
layer / global-route usage / up-vias / wire length [µm]
met1: 0.146 / 900 / 2870
met3: 0.0244 / 0 / 358
met2: 0.172 / 52 / 2600
met5: 0 / - / 0
met4: 0 / 0 / 0
li1: - / 1088 / -
-- where the power goes --
part           switching (mW)  internal, mW  leakage [nW]
clock                       0             0             0
combinational          0.0422        0.0642          1.18
sequential                  0             0             0
Power figures rest on the tool's default switching activity, not on a simulated workload.
